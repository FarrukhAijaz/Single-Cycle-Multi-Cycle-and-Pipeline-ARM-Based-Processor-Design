### design/flow/design.v
module ID_memory#(BYTE_SIZE=4, ADDR_WIDTH=32)(
input clk,WE,
input [ADDR_WIDTH-1:0] ADDR,
input [(BYTE_SIZE*8)-1:0] WD,
output [(BYTE_SIZE*8)-1:0] RD 
);
reg [7:0] mem [255:0];
initial begin
	$readmemh("instructions.hex", mem, 0);
end
genvar i;
generate
	for (i = 0; i < BYTE_SIZE; i = i + 1) begin: read_generate
		assign RD[8*i+:8] = mem[ADDR+i];
	end
endgenerate	
integer k;
always @(posedge clk) begin
    if(WE == 1'b1) begin	
        for (k = 0; k < BYTE_SIZE; k = k + 1) begin
            mem[ADDR+k] <= WD[8*k+:8];
        end
    end
end
endmodule
### design/flow/run.sh
#!/bin/bash
# OpenROAD 26Q1-2900-gdf79404cd8, Yosys 0.63+post, stock flow scripts
make -C /OpenROAD-flow-scripts/flow DESIGN_CONFIG=/design/flow/config.mk WORK_HOME=/design/flow/orfs finish
### design/flow/constraint.sdc
current_design ID_memory

set clk_period 111.0
set clk_io_pct 0.2

create_clock -name clk0 -period $clk_period [get_ports {clk}]

set non_clock_inputs [all_inputs -no_clocks]
set_input_delay [expr $clk_period * $clk_io_pct] -clock clk0 $non_clock_inputs
set_output_delay [expr $clk_period * $clk_io_pct] -clock clk0 [all_outputs]
### design/flow/config.mk
export PLATFORM = sky130hd
export DESIGN_NAME = ID_memory
export DESIGN_NICKNAME = ID_memory
export VERILOG_FILES = /design/flow/design.v
export SDC_FILE = /design/flow/constraint.sdc
export NUM_CORES = 4
export LEC_CHECK = 1
export CORE_UTILIZATION = 30
export SYNTH_HDL_FRONTEND = slang
==> impl_metrics.toml <==
# implementation run metrics
[timing]
worst_slew_pin_slew_ns = 1.68
finalSetupTns_ns = 0
fin_ws_ns = 57.20
rsz0062_at_grt = "no"
layout_min_cycle_time_ns = 53.80
clock.fmax_mhz = 18.6
finalHoldViolations = 0
slew_viol_final = 3
finalClockPeriodUsage_pct = 48.5
relSlewSlack_pct = -11.9
setup_violations = 0

[route]
antenna_left = 1
wl_per_cell_um = 43.5
drc = 0
vias_per_cell = 6.79
routed_wl_um = 1150000
drt_iter0_drc = 21500
drt_first_pass_iters = 18
via_count = 179000

[worst_setup_path]
cp_slowest_stage_delay_ns = 0.87
end_kind = "output pin"
startpoint = "ADDR[0]"
cp.arrival_ns = 31.60
critical_path_class = "input port to output pin"
path_max_fanout = 60
crit_path_start_kind = "input port"
cp_slowest_cell = "nand4_1"
critPathTopFamily = "buffers and inverters"
critPathRequiredTime_ns = 88.80
path_cells = "buf_16, inv_1, buf_4, ha_4, buf_4, buf_4, buf_4, buf_4, buf_4, buf_4, mux4_2, mux4_2, nand3_1, buf_4, nand2_1, a311oi_1, nand4_1, clkdlybuf4s50_1"
critPathMostFrequentCell = "buf_4"
crit_buf_inv = 11

[yosys]
edf_count = 2048
synth_area_leader_cell = "edfxtp_1"
synth_cell_type_count = 99
yosys_area_sq_um = 203000
ff_type = "edfxtp_1"
ys_warn_count = 0
ys_async_sr_fraction_pct = 0
ys_ff = 2048
syn_area_per_cell_sq_um = 11.3
top_cell_area_share_pct = 30.2
synthCells = 17900
ys_seq_share_pct = 30.2
synth.cell_area_sq_um = 203000
synth.area.top_cells = "edfxtp_1, mux4_2, mux2i_1"
ys_cells = 17900

[clock_tree]
cts_setup_buffers = 0
cts_root_buf = "clkbuf_16"
cts_tree = "done"
clock-sinks = 2048
postCtsResizedCells = 0
h-tree-depth = 5
cts_made_buffers = 275
clk_path_buf_depth = 4
clk_pin_slew_ns = 0.06
postCtsHoldBufs = 0

[global_route]
grt_max_degree = 96
groute.usage.overall_pct = 34.5
busiest_layer = "met2"
grt_use_met1_pct = 35.8
use_met3_pct = 29.1
gr-total-overflow = 0
antenna_found_initial = 202
grt_pass1_vias = 169000
grt_pass1_wl_um = 1530000
grt_use_met2_pct = 43.3

[flow_run]
tool_warnings = 60
max_cap_violations = 1

[worst_hold_path]
min_to = "mem[10][0]$_DFFE_PP_"
min_from = "WD[24]"
min_path_cells = 2
hold_class = "input port to register"

[floorplanning]
fp.dieW_um = 825
fp_util_pct = 30.1
coreArea_sq_um = 676000
chipHeight_um = 825
io_pins = 98
rows = 302
chipArea_sq_um = 681000

[status]
violations = "antenna violations, max-capacitance violations, max-slew violations"
status = "complete, but fails checks"

[finish]
largest_reg_flops = 2048
syn2layout_area_growth_pct = 10.2
fillers = 65900
top_regs = "mem (2048)"
mostFrequentLayoutCells = "mux4_2, mux2i_1, edfxtp_1"
layout-drive-gt1-share_pct = 33.8
lay_top_count = "mux4_2"
top_register = "mem"

[pwr]
peakVddDrop_uv = 11.0
p_leak_nw = 77.3
power_density_nw_per_um2 = 11.1

[placed_design]
place_hpwl_um = 789000
dp_slack_ns = 57.84
portBuffers = 73
gp_congestion = 1.14
report_power, final:
part / switching (mW) / leakage (nW) / internal (mW)
Sequential: 0.0109 / 18.4 / 0.861
Clock: 0.416 / 4.28 / 0.516
Combinational: 0.469 / 54.6 / 0.226
Total: 0.896 / 77.3 / 1.60
cells in the mapped netlist, types with 16 or more instances:
library cell	count
a2111o_1	24
a211o_1	16
a211oi_1	471
a21o_1	450
a21oi_1	804
a221oi_1	19
a22o_1	17
a22oi_1	132
a31oi_1	30
a32oi_1	24
and2_1	20
buf_1	205
buf_2	731
buf_4	107
buf_6	19
clkbuf_1	1297
edfxtp_1	2048
mux2_2	1619
mux2i_1	2202
mux4_2	2379
nand2_1	1732
nand3_1	515
nand4_1	84
nor2_1	1373
nor2_2	34
nor3_1	171
nor3_2	70
o211ai_1	16
o21ai_0	815
o21ai_1	180
o221ai_1	16
worst max path at each step:
stage	endpoint	slack (ns)	cells after the start
CTS	RD[15]	57.82	18
global route	RD[15]	57.27	16
finish	RD[15]	57.20	18
layer usage:
layer  part of all wire (%)  wire (um)
met1                     31     351000
met2                     39     448000
met3                     20     230000
met4                    9.7     112000
met5                   0.77       8880
layout make-up:
| type | count | area, sq um | area share, % |
|---|---|---|---|
| multi-input combinational | 13500 | 133000 | 59.3 |
| sequential | 2048 | 61500 | 27.4 |
| tap | 8968 | 11200 | 5.01 |
| timing repair buffer | 1070 | 8720 | 3.89 |
| antenna | 350 | 876 | 0.391 |
| inverter | 10 | 37.5 | 0.0168 |
| clock inverter | 158 | 1740 | 0.776 |
| clock buffer | 327 | 7100 | 3.17 |
kinds of logic after synthesis:
family	count (synthesis)	synth area share [%]
muxes	6213	46.2
and+or+nand+nor	4122	8.70
AOI/OAI and AO/OA	3148	9.60
buffers and inverters	2373	5.10
DFF	2048	30.2
xor gates and xnor gates	16	0.0726
adders and majority gates	9	0.0554
per-stage QoR:
stage	hold slack [ns]	area (sq um)	power [mW]	utilization, %	instances
floorplan	22.70	203000	1.23	-	17900
global placement	22.74	214000	1.52	31.7	25600
detailed placement	22.73	214000	1.52	31.7	25600
CTS	21.64	223000	2.44	33.0	26100
global route	21.70	224000	2.51	33.1	26200
finish	21.63	224000	2.50	33.2	26400
No activity file was given, so power comes from the tool's default toggle rates.

File: /design/flow/config.mk
export PLATFORM = sky130hd
export DESIGN_NAME = controller
export DESIGN_NICKNAME = controller
export VERILOG_FILES = /design/flow/design.v
export SDC_FILE = /design/flow/constraint.sdc
export NUM_CORES = 4
export LEC_CHECK = 1
export CORE_AREA = 10 10 101 101
export DIE_AREA = 0 0 111 111
export SYNTH_HDL_FRONTEND = slang
File: /design/flow/constraint.sdc
current_design controller

set clk_period 2.4
set clk_io_pct 0.2

create_clock -name clk0 -period $clk_period [get_ports {clk}]

set non_clock_inputs [all_inputs -no_clocks]
set_input_delay [expr $clk_period * $clk_io_pct] -clock clk0 $non_clock_inputs
set_output_delay [expr $clk_period * $clk_io_pct] -clock clk0 [all_outputs]
File: /design/flow/design.v
module Conditional_unit(
	input clk, reset,
	input [3:0] Cond, ALUFlags,
	input [1:0] FlagWrite,
	output CarryIn,
	output CondEx
);
wire C,V,N,Z;
assign CarryIn = C;
Register_rsten #(2) CO_OVF_reg (.clk(clk),.reset(reset),.we(FlagWrite[1]),.DATA(ALUFlags[3:2]),.OUT({C,V}));
Register_rsten #(2) N_Z_reg (.clk(clk),.reset(reset),.we(FlagWrite[0]),.DATA(ALUFlags[1:0]),.OUT({N,Z}));
Mux_16to1 #(1) CondEx_mux(.select(Cond),.output_value(CondEx),
	.input_0(Z),.input_1(~Z),.input_2(C),.input_3(~C),
	.input_4(N),.input_5(~N),.input_6(V),.input_7(~V),
	.input_8(C & ~Z),.input_9(~C | Z),.input_10(N ~^ V),.input_11(N ^ V),
	.input_12(~Z & (N ~^ V)),.input_13(Z | (N ^ V)),.input_14(1'b1),.input_15(1'b0)
);
endmodule
module Control_unit(
	input [1:0] Op,
	input [5:0] Funct,
	input [3:0] Rd,
	input [11:0] Src2,
	output reg PCSrc, RegWrite, MemWrite, ALUSrc, MemtoReg,
	output reg [3:0] ALUControl,
	output reg [1:0] FlagWrite, ImmSrc,
	output reg [2:0] RegSrc,
	output reg [1:0] ShiftControl,
	output reg [4:0] shamt,
	output reg Branch,
	output reg BL_ctrl
);
always @(*) case (Op)
	2'b00: begin
		if (Funct == 6'b010010 && Rd == 4'b1111) begin
			Branch	= 1'b1;
			PCSrc	   = 1'b1;
			RegWrite   = 1'b0;
			MemWrite   = 1'b0;
			ALUSrc     = 1'b0;
			ALUControl = 4'b1101;
			FlagWrite  = 2'b00;
			RegSrc     = 3'b000;
			ImmSrc     = 2'b00;
			MemtoReg  = 1'b0;
			ShiftControl = 2'b00;
			shamt        = 5'b00000;
		end
		else begin
			RegWrite   = (Funct[4:3] != 2'b10);  
			MemWrite   = 1'b0;
			ALUSrc     = Funct[5];  
			PCSrc	   = (&Rd) & RegWrite;
			if (RegWrite)  
				ALUControl = Funct[4:1];
			else if (Funct[2:1] == 2'b11)
				ALUControl = 4'b0100;
			else
				ALUControl = {1'b0, Funct[3:1]};
			if (Funct[0] == 1'b1)
				FlagWrite = (Funct[4:2] == 3'b000 || Funct[4:2] == 3'b100 || Funct[4:3] == 2'b11) ? 2'b01 : 2'b11;
			else
				FlagWrite = 2'b00;
			RegSrc     = 3'b000;
			ImmSrc     = 2'b00;
			MemtoReg  = 1'b0;
			if (Funct[5]) begin
				ShiftControl = 2'b11;
				shamt = {Src2[11:8], 1'b0};
			end else begin
				ShiftControl = Src2[6:5];
				shamt = Src2[11:7];
			end
		end
	end
	2'b01: begin
		PCSrc	   = 1'b0;
		RegWrite   = Funct[0];  
		MemWrite   = ~Funct[0];  
		ALUSrc     = ~Funct[5];  
		ALUControl = Funct[3] ? 4'b0100 : 4'b0010;  
		FlagWrite  = 2'b00;
		RegSrc     = 3'b010;  
		ImmSrc     = 2'b01;  
		MemtoReg  = Funct[0];  
		ShiftControl = 2'b00;
		shamt        = 5'b00000;
	end
	2'b10: begin
		PCSrc	   = 1'b1;
		RegWrite   = Funct[4];  
			if (Funct[4]==1) begin
				BL_ctrl = 1'b1;
			end else begin
				BL_ctrl=1'b0;
			end
		MemWrite   = 1'b0;
		ALUSrc     = 1'b1;
		ALUControl = 4'b0100;
		FlagWrite  = 2'b00;
		RegSrc     = {Funct[4], 2'b01};
		ImmSrc     = 2'b10;
		MemtoReg  =  1'b0;
		ShiftControl = 2'b00;
		shamt        = 5'b00000;
		Branch	= 1'b1;
	end
	2'b11: begin
		PCSrc	   = 1'b0;
		RegWrite   = 1'b0;
		MemWrite   = 1'b0;
		ALUSrc     = 1'b0;
		ALUControl = 4'b0000;
		FlagWrite  = 2'b00;
		RegSrc     = 3'b000;
		ImmSrc     = 2'b00;
		MemtoReg  = 1'b0;
		ShiftControl = 2'b00;
		shamt        = 5'b00000;
	end
endcase
endmodule
module Mux_16to1 #(parameter WIDTH=4)
    (
	  input [3:0] select,
	  input [WIDTH-1:0] input_0, input_1, input_2, input_3, input_4, input_5, input_6, input_7, input_8, input_9, input_10, input_11, input_12, input_13, input_14, input_15,
      output reg [WIDTH-1:0] output_value
    );
always@(*) begin
	case(select)
		4'b0000:output_value = input_0;
		4'b0001:output_value = input_1;
		4'b0010:output_value = input_2;
		4'b0011:output_value = input_3;
		4'b0100:output_value = input_4;
		4'b0101:output_value = input_5;
		4'b0110:output_value = input_6;
		4'b0111:output_value = input_7;
		4'b1000:output_value = input_8;
		4'b1001:output_value = input_9;
		4'b1010:output_value = input_10;
		4'b1011:output_value = input_11;
		4'b1100:output_value = input_12;
		4'b1101:output_value = input_13;
		4'b1110:output_value = input_14;
		4'b1111:output_value = input_15;
		default: output_value = {WIDTH{1'b0}};
	endcase
end
endmodule
module Register_reset#(
     parameter WIDTH=8)
    (
	  input  clk, reset,
	  input	[WIDTH-1:0] DATA,
	  output reg [WIDTH-1:0] OUT
    );
initial begin
	OUT<=0;
end
always@(posedge clk) begin
	if (reset == 1'b1)
		OUT<={WIDTH{1'b0}};		
	else	
		OUT<=DATA;
end
endmodule	 
module Register_rsten#(
     parameter WIDTH=8)
    (
	  input  clk, reset,we,
	  input	[WIDTH-1:0] DATA,
	  output reg [WIDTH-1:0] OUT
    );
initial begin
	OUT<=0;
end	
always@(posedge clk) begin
	if (reset == 1'b1)
		OUT<={WIDTH{1'b0}};
	else if(we==1'b1)	
		OUT<=DATA;
end
endmodule	 
module controller(
	input clk,
	input reset,
	input [1:0] Op,
	input [5:0] Funct,
	input [3:0] Rd,
	input [11:0] Src2,
	input [3:0] Cond,
	input CO, OVF, N, Z,
	output [1:0] ImmSrcD, ShiftControlE,
	output [2:0] RegSrcD,
	output [3:0] ALUControlE,
	output [4:0] shamtE,
	output PCSrcW, ALUSrcE, CarryIN, RegWriteW, MemWriteM, MemtoRegW, BL_ctrl, BranchTakenE, RegWriteM, MemtoRegE, PCSrc_raw, PCSrcE, PCSrcM
);
wire Branch_raw, RegWrite_raw, MemWrite_raw, MemtoReg_raw, ALUSrc_raw;
wire [3:0] ALUControl_raw;
wire [1:0] FlagWrite_raw, ShiftControl_raw;
wire [4:0] shamt_raw; 
Control_unit control_unit_sc
(
	.Op(Op),
	.Funct(Funct),
	.Rd(Rd),
	.Src2(Src2),
	.PCSrc(PCSrc_raw),
	.RegWrite(RegWrite_raw),
	.MemWrite(MemWrite_raw),
	.ALUSrc(ALUSrc_raw),
	.MemtoReg(MemtoReg_raw),
	.ALUControl(ALUControl_raw),
	.FlagWrite(FlagWrite_raw),
	.RegSrc(RegSrcD),
	.ImmSrc(ImmSrcD),
	.ShiftControl(ShiftControl_raw),
	.shamt(shamt_raw),
	.Branch(Branch_raw),
	.BL_ctrl(BL_ctrl)
);
Register_reset #(1) PCSrcDE(.clk(clk), .reset(reset),.DATA(PCSrc_raw),.OUT(PCSrcE));
Register_reset #(1) BranchDE(.clk(clk), .reset(reset),.DATA(Branch_raw),.OUT(BranchE));
Register_reset #(1) RegWriteDE(.clk(clk), .reset(reset),.DATA(RegWrite_raw),.OUT(RegWriteE));
Register_reset #(1) MemWriteDE(.clk(clk), .reset(reset),.DATA(MemWrite_raw),.OUT(MemWriteE));
Register_reset #(1) MemtoRegDE(.clk(clk), .reset(reset),.DATA(MemtoReg_raw),.OUT(MemtoRegE));
Register_reset #(4) ALUControlDE(.clk(clk), .reset(reset),.DATA(ALUControl_raw),.OUT(ALUControlE));
Register_reset #(1) ALUSrcDE(.clk(clk), .reset(reset),.DATA(ALUSrc_raw),.OUT(ALUSrcE));
Register_reset #(2) FlagWriteDE(.clk(clk), .reset(reset),.DATA(FlagWrite_raw),.OUT(FlagWriteE));
Register_reset #(2) ShiftControlDE(.clk(clk), .reset(reset),.DATA(ShiftControl_raw),.OUT(ShiftControlE));
Register_reset #(5) shamtDE(.clk(clk), .reset(reset),.DATA(shamt_raw),.OUT(shamtE));
Register_reset #(4) CondDE(.clk(clk), .reset(reset),.DATA(Cond),.OUT(CondE));
Conditional_unit conditional_unit_sc
(
	.clk(clk),
	.Cond(Cond),
	.ALUFlags({CO,OVF,N,Z}),
	.FlagWrite(FlagWriteE),
	.CarryIn(CarryIN),
	.CondEx(CondEx)
);
assign BranchTakenE = BranchE & CondEx;
Register_reset #(1) PCSrcEM(.clk(clk), .reset(reset),.DATA(PCSrcE & CondEx),.OUT(PCSrcM));
Register_reset #(1) RegWriteEM(.clk(clk), .reset(reset),.DATA(RegWriteE & CondEx),.OUT(RegWriteM));
Register_reset #(1) MemWriteEM(.clk(clk), .reset(reset),.DATA(MemWriteE & CondEx),.OUT(MemWriteM));
Register_reset #(1) MemtoRegEM(.clk(clk), .reset(reset),.DATA(MemtoRegE),.OUT(MemtoRegM));
Register_reset #(1) PCSrcMWB(.clk(clk), .reset(reset),.DATA(PCSrcM),.OUT(PCSrcW));
Register_reset #(1) RegWriteMWB(.clk(clk), .reset(reset),.DATA(RegWriteM),.OUT(RegWriteW));
Register_reset #(1) MemtoRegMWB(.clk(clk), .reset(reset),.DATA(MemtoRegM),.OUT(MemtoRegW));
endmodule
File: /design/flow/run.sh
#!/bin/bash
# OpenROAD 26Q1-2900-gdf79404cd8, Yosys 0.63+post, stock flow scripts
make -C /OpenROAD-flow-scripts/flow DESIGN_CONFIG=/design/flow/config.mk WORK_HOME=/design/flow/orfs finish
==> flow_summary_export.csv <==
group,metric,value,unit
status,status,"completed",
timing,hold_violations,0,
critical_path,rrSetupSlack,1.83,ns
global_routing,overflow,0,
placement,place_ws,-0.3975,ns
detailed_routing,dr.pass1.iters,3,
floorplan,chipArea,12320,sq um
yosys,syn_area_per_cell,9.981,sq um
yosys,ys_sh_mux,0,%
detailed_routing,route.antenna.remaining_nets,0,
worst_hold_path,worstHoldPathCells,1,
timing,fin_crit_sh,96.76,%
critical_path,crit_path_max_fanout,2,
detailed_routing,drc,0,
placement,dp_hpwl,2760,um
timing,hold_ws,0.4418,ns
detailed_routing,route.met3.wl,260,um
yosys,simple_gate_share,27.78,%
detailed_routing,top_layer,"met4",
finish,drive_gt1_share,17.31,%
timing,rsz0062_at_grt,"no",
floorplan,initial_core_util,10.80,%
finish,fin_cells,262,
global_routing,grt_max_degree,15,
floorplan,core,8134,sq um
critical_path,critPathKind,"in2out",
yosys,ys_ff,25,
timing,setup_viol,0,
job,max-cap-violations,0,
floorplan,die_y,111,um
critical_path,worstPathCellList,"clkdlybuf4s50_1 -> or4b_4 -> a22o_4 -> nor2_4 -> buf_6",
clock_network,clk_latency,0.26,ns
yosys,adder_share,0,%
timing,min_period,2.322,ns
critical_path,critPathLaunchType,"input pin",
clock_network,clock-root-buffer,"clkbuf_8",
detailed_routing,met2_length,1486,um
power_and_ir_drop,ir_drop,0.0001950,V
floorplan,std_cell_rows,33,
timing,unclocked_regs,1,
clock_network,cts_buffers,3,
floorplan,die_x,111,um
global_routing,antenna_found_initial,1,
placement,portBuffers,52,
yosys,syn_area,878.3,sq um
detailed_routing,wl_per_cell,12.23,um
finish,reg_top3,"shamtDE.OUT x5, ALUControlDE.OUT x4, ShiftControlDE.OUT x2",
clock_network,cts_tree,"yes",
clock_network,cts_buffer_depth,2,
detailed_routing,drt_wl_total,3203,um
yosys,topCombFamilyByArea,"simple AND/OR/NAND/NOR gates",
finish,regMostFlops,"shamtDE.OUT",
power_and_ir_drop,p_per_area,525.2,nW/um^2
critical_path,r2r-end,"PCSrcEM.OUT",
detailed_routing,via_per_inst,3.240,
global_routing,grt_pass1_vias,919,
yosys,xor_share,1.994,%
worst_hold_path,holdCritPathClass,"reg2reg",
placement,placed_cells,257,
global_routing,track_usage,5.042,%
clock_network,clk_pin_slew,0.08,ns
detailed_routing,via_count,849,
detailed_routing,first_iter_violations,28,
critical_path,crit_path_end_kind,"output pin",
critical_path,crit_required,1.92,ns
critical_path,reg2regPathDepth,1,
floorplan,pin_count,63,
finish,area_growth,95.87,%
timing,slew_viol_final,0,
yosys,ys_area,878.3,sq um
placement,gp_congestion,0.8699,
finish,fill_cells,866,
timing,fmax,430.6,MHz
timing,untimed_endpoints,2,
critical_path,regToRegStartpoint,"PCSrcDE.OUT",
critical_path,crit_slowest_cell,"or4b_4",
power_and_ir_drop,power.leakage,0.6787,nW
global_routing,grt_pass1_wl,5106,um
yosys,ys_cells,88,
placement,dpl_cell_area,1628,sq um
yosys,yosys.area_share.aoi,8.689,%
clock_network,cts_max_level,1,
critical_path,worstPathArrival,1.84,ns
power_and_ir_drop,power.total,903.6,uW
finish,largest_reg_flops,5,
critical_path,slowest_delay,0.50,ns
worst_hold_path,hold_path_end,"MemtoRegMWB.OUT",
yosys,synth_cell_types,29,
timing,clock-skew-final,0.0006205,ns
clock_network,cts_setup_buffers,0,
timing,fin_ws,0.07767,ns
finish,final_area,1720,sq um
yosys,yosysWarnings,1,
detailed_routing,met1_length,1408,um
yosys,syn_inst,88,
job,warnings,34,
worst_hold_path,worstHoldStart,"MemtoRegEM.OUT",
[metrics by stage]
step	utilization (%)	setup TNS, ns
6_report	21.15	0
5_1_grt	21.12	0
4_1_cts	20.92	0
2_1_floorplan	-	0
3_5_place_dp	20.01	-0.3975
3_3_place_gp	20.01	-0.3826
[worst max-delay path by stage]
stage	from	endpoint	slack [ns]
finish	Funct[2]	PCSrc_raw	0.08
global route	Op[1]	ImmSrcD[1]	0.004
CTS	Op[1]	ImmSrcD[0]	0.03
[critical path: cells and delay by family]
| family | cells | cell delay [ns] |
|---|---|---|
| AND/OR/NAND/NOR | 2 | 0.59 |
| buffers and inverters | 2 | 0.52 |
| AND-OR/OR-AND | 1 | 0.25 |
[where the power goes]
group,switching (mW),internal (mW)
logic,0.0492,0.0955
clock network,0.121,0.223
registers,0.00319,0.412
total,0.174,0.730
[final cells by class]
type                       instances  area (sq um)  area share (%)
clock buffer                       3         41.29           2.400
clock inverter                     1         30.03           1.745
sequential                        25         495.5           28.80
antenna                            1         2.502          0.1455
tap                              105         131.4           7.636
inverter                           3         11.26          0.6545
multi-input combinational         55         359.1           20.87
timing repair buffer              69         649.4           37.75
[synthesized netlist by cell type (all sizes together)]
| cell type | instances | area, sq um |
|---|---|---|
| nand2 | 2 | 7.510 |
| clkbuf | 2 | 7.510 |
| inv | 3 | 11.26 |
| conb | 1 | 3.750 |
| o21ai | 3 | 15.01 |
| or4b | 1 | 13.76 |
| a22o | 1 | 10.01 |
| o2bb2ai | 1 | 8.760 |
| xnor2 | 1 | 8.760 |
| nor2b | 8 | 50.05 |
| nor4 | 1 | 6.260 |
| nand4 | 1 | 6.260 |
| a21oi | 2 | 10.01 |
| o211a | 1 | 10.01 |
| nor2 | 9 | 33.78 |
| xor2 | 1 | 8.760 |
| a311oi | 1 | 8.760 |
| o31ai | 1 | 7.510 |
| and2 | 1 | 6.260 |
| dlxtp | 1 | 15.01 |
| dfxtp | 24 | 480.5 |
| nand3b | 1 | 7.510 |
| or3 | 1 | 11.26 |
| nand2b | 1 | 6.260 |
| and3 | 6 | 37.54 |
| buf | 3 | 22.52 |
| nor3 | 4 | 20.02 |
| a31oi | 1 | 6.260 |
| nor3b | 5 | 37.54 |
[layout by cell type (no fill, tap or decap)]
cell	n
inv_1	3
a31oi_1	1
xor2_1	1
a22o_4	1
nor4_1	1
buf_6	1
and2_1	1
nor2b_1	8
nand3b_1	1
o2bb2ai_1	1
o31ai_1	1
nand2_1	2
clkbuf_8	3
conb_1	1
xnor2_1	1
clkdlybuf4s50_1	48
nor3b_1	5
or3_4	1
buf_4	17
dfxtp_1	24
nand2b_1	1
bufinv_16	1
dlxtp_1	1
nor3_1	4
dlymetal6s2s_1	1
nor2_4	1
a21oi_1	2
diode_2	1
nor2_1	7
and3_1	6
nor2_2	1
dlygate4sd2_1	2
o211a_1	1
or4b_4	1
a311oi_1	1
o21ai_0	3
nand4_1	1
[metal layers]
metal	track usage (%)	up-vias
met5	0	-
met4	0.9549	0
met3	2.025	2
met2	8.176	28
met1	6.184	383
li1	-	436
[what timing repair did]
item	4_1_cts	5_1_grt
pin swaps	0	1
resized	8	4
hold buffers	0	0
setup endpoints to repair	1	3
[cell families after synthesis]
logic type | Yosys count
compound gates | 11
xor+xnor | 2
buf+inv | 8
flops | 24
latches | 1
other cells | 1
simple gates | 41
No activity file was given, so power comes from the tool's default toggle rates.
